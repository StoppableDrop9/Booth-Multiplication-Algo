## ./config.mk

```make
export PLATFORM = sky130hd
export DESIGN_NAME = Data_path
export DESIGN_NICKNAME = Data_path
export VERILOG_FILES = /design/flow/design.v
export SDC_FILE = /design/flow/constraint.sdc
export NUM_CORES = 4
export LEC_CHECK = 1
export CORE_UTILIZATION = 50
```

## ./constraint.sdc

```tcl
current_design Data_path

set clk_period 16.9
set clk_io_pct 0.2

create_clock -name clk0 -period $clk_period [get_ports {clk}]

set non_clock_inputs [all_inputs -no_clocks]
set_input_delay [expr $clk_period * $clk_io_pct] -clock clk0 $non_clock_inputs
set_output_delay [expr $clk_period * $clk_io_pct] -clock clk0 [all_outputs]
```

## ./design.v

```verilog
`timescale 1ns / 1ps
module ALU(out,in1,in2,add_sub);
input signed [31:0]in1,in2;input add_sub;output reg signed[31:0]out;
always @(*)begin 
if(add_sub) out<=in1+in2;
else out<=in1-in2;
end
endmodule
`timescale 1ns / 1ps
module COUNTER(count,eqz,Ld,dec,clk);
input clk,dec,Ld; output reg [5:0]count;output eqz;
assign eqz=~|count;
always @(posedge clk)begin 
if(Ld)count<=6'b100000;
else if(dec)count<=count-1;
end
endmodule
`timescale 1ns / 1ps
module D_FF(D,Q,shift_en,clk);
input D,clk,shift_en;output reg Q;
always @(posedge clk)begin 
if(shift_en)Q<=D;
else Q<=1'b0;
end
endmodule
`timescale 1ns / 1ps
module Data_path(LdA,LdQ,clrA,clrQ,LdM,add_sub,shift_en,Q,Q1,LdCNT,decCNT,eqz,data_in,clk);
input LdA,LdQ,clrA,clrQ,LdM,add_sub,shift_en,LdCNT,decCNT,clk; 
input signed[31:0]data_in; 
output signed[31:0]Q; 
output eqz,Q1;
wire signed [31:0]A,M,Z;wire[5:0]count;
shift_register AR(clrA,LdA,shift_en,A,Z,A[31],clk);
shift_register QR(clrQ,LdQ,shift_en,Q,data_in,A[0],clk);
PIPO MR(LdM,data_in,M,clk);
ALU alu(Z,A,M,add_sub);
COUNTER counter(count,eqz,LdCNT,decCNT,clk);
D_FF q_1(Q[0],Q1,shift_en,clk);
endmodule
`timescale 1ns / 1ps
module PIPO(Ld,data_in,data_out,clk);
input Ld,clk;input signed[31:0]data_in; output  reg signed[31:0]data_out;
always @(posedge clk)begin 
if(Ld)data_out<=data_in;
end
endmodule
`timescale 1ns / 1ps
module shift_register(clr,Ld,shift_en,data_out,data_in,s_in,clk);
input clr,Ld,shift_en,s_in,clk;input signed[31:0]data_in;output reg signed[31:0]data_out;
always @(posedge clk)begin 
if(clr)data_out<=31'b0;
else if(Ld)data_out<=data_in;
else if(shift_en)data_out<={s_in,data_out[31:1]};
end
endmodule
```

## ./run.sh

```bash
#!/bin/bash
# OpenROAD 26Q1-2900-gdf79404cd8, Yosys 0.63+post, stock flow scripts
make -C /OpenROAD-flow-scripts/flow DESIGN_CONFIG=/design/flow/config.mk WORK_HOME=/design/flow/orfs finish
```

==> run notes <==
run results: run status finished, final reports clean, placed cell area 0.00722 sq mm, Critical Path RT 17,130 ps, Resize count post-CTS 0, non-filler cells in the finished layout 941, I/O Pins 76, GRT Util Overall 22.4%, DR vias 5,102, CP Launch Type primary input, post-synthesis cell type with the largest instance count nor2_1, ys flops 103, setup TNS 0 ps, Post-Syn Instances 711, vias in the first global route 4,719, final count of pins violating max slew 0, Power Density 99.6 mW/mm^2, count of different cell masters after synthesis 58, CP Capture Type flip-flop, CTS Hold Bufs 0, Synth Flop Type dfxtp_1, CTS Buffer Depth 2, max frequency 144 MHz, DRC 0, top cell type's share of synthesized area 22.4%, Inst Count DP 925, syn_area_per_cell 8.94 sq um, routed vias/inst 5.42, clock sink count 103, H-tree lvl count 3, Post-synth top cells 116 x nor2_1, 85 x a21oi_1, 71 x dfxtp_1, Yosys warnings 5, Setup Crit Path Kind primary input to flip-flop, Async S/R FF share, synth 0%, Iteration-0 DRC Markers 223, hold_ws 476 ps, clk ins delay skew pair 350 ps, # Max-Cap Violations 0, chip area 0.0132 sq mm, Layout Skew 6.59 ps, CTS clk-pin slew, worst paths 70 ps, Worst Tran Pin Value 685 ps, Detail Route Antenna Nets 0, Tool Warnings 32, number of enable flip-flop cells 32, Largest cells by area dfxtp_1 22%, edfxtp_1 15%, ha_1 7.7%, yosys adder share 7.99%, Max FO, Critical Path 31, core footprint 0.0122 sq mm, antenna cells 0, share of post-route cells with drive strength above 1 4.27%, WL/cell 14.4 um, drt first pass iters 4, Final setup viols 0, synthesized area 0.00635 sq mm, gr ovfl total 0, first-pass GRT wire length 22.8 mm, ao+oa area frac 18.8%, largest net degree at the start of global routing 65, Finished Cell Area 0.00750 sq mm, area grow syn2layout 18.0%, Post-synth seq share 37.5%, area leader, netlist dfxtp_1, XOR Share, Synth 8.11%, min cycle time layout 6960 ps, Pre-Place Util 52.0%, Critical Path AT 7200 ps, postcts setup bufs 0, final hold violations 0, CTS tree built, RSZ-0062 raised after global routing no, TritonCTS Buffers 9, Pleak 0.00308 uW, Main logic family AND-OR/OR-AND gates, final worst path period share 41.2%, final core occ 61.4%, Chip Area, Yosys 0.00635 sq mm, initial antenna violation count 0, Row Count 40, Root Driver clkbuf_16, IO buf count 75, dpl hpwl 9.78 mm, Final Wtd Congestion 0.914, Max VDD drop 60.9 uV, Hold WC Path Type flip-flop to flip-flop, yosys cell count 711, Slew Limit Headroom 54.4%, Post-Route WL 13.5 mm, MUX area fraction 7.91%, Post-Synth Simple-Gate Area 16.7%, Chip Width 115 um, Die Ht 115 um
cells in the final DEF (no fill, tap or decap), types with 5 or more instances in the layout:
cell type	instances
a31oi_1	6
buf_4	8
nor2_1	116
inv_1	14
ha_1	39
nor3_1	13
edfxtp_1	32
mux2i_1	48
nor2b_1	25
o21ai_0	18
nand2_1	20
a21oi_1	85
xnor2_1	23
clkbuf_16	9
a211oi_1	41
a21o_1	18
xor2_1	34
or3_1	5
nand2b_1	8
clkdlybuf4s50_1	73
nand4_1	7
dfxtp_1	71
per-layer routing:
| layer | up-vias | global-route usage, % | part of all wire, % |
|---|---|---|---|
| li1 | 2681 | - | - |
| met1 | 2308 | 38.2 | 52 |
| met2 | 108 | 31.6 | 41 |
| met3 | 5 | 5.09 | 6.2 |
| met4 | 0 | 1.47 | 0.59 |
| met5 | - | 0 | 0 |
critical path: stages:
cell and delay, ps:
clkdlybuf4s50_1 460, buf_4 300, mux2_2 410, fa_1 450, a211oi_1 280, o21ai_0 140
a21oi_1 210, o32ai_1 150, a311o_1 390, a311o_1 370, a41o_1 250, a21oi_1 160
xor2_1 150, o21ai_0 80
state kept, by name, summed over array words and instances, names as in the netlist:
register	flops
QR.data_out	32
q_1.Q	1
AR.data_out	32
MR.data_out	32
counter.count	6
area by class of cell:
| type | instances | area (sq um) |
|---|---|---|
| Multi-Input combinational cell | 558 | 3780 |
| Sequential cell | 103 | 2380 |
| Fill cell | 1085 | 4720 |
| Timing Repair Buffer | 82 | 796 |
| Inverter | 14 | 52.6 |
| Tap cell | 168 | 210 |
| Clock inverter | 6 | 45.0 |
| Clock buffer | 10 | 229 |
final timing paths:
check | depth (start not counted) | slack (ps) | endpoint | startpoint
setup / recovery | 14 | 9940 | AR.data_out[24]$_SDFFE_PP0P_ | add_sub
hold / removal | 2 | 480 | counter.count[0]$_SDFFE_PP0P_ | counter.count[0]$_SDFFE_PP0P_
setup reg to reg | 18 | 12380 | AR.data_out[31]$_SDFFE_PP0P_ | MR.data_out[0]$_DFFE_PP_
hold reg to reg | 2 | 480 | counter.count[0]$_SDFFE_PP0P_ | counter.count[0]$_SDFFE_PP0P_
where the power goes:
| part | internal [uW] | switching [uW] |
|---|---|---|
| registers | 283 | 23.6 |
| logic | 117 | 126 |
| clock network | 101 | 95.7 |
metrics by stage:
step / power, uW / setup WS, ps
floorplan: 491 / 10350
global placement: 552 / 9610
detailed placement: 552 / 9580
CTS: 753 / 9940
global route: 798 / 9700
finish: 746 / 9940
cell families (layout without fill, tap and decap cells):
group	count (synthesis)	after routing
flops	103	103
compound gates	190	190
mux	50	50
buf+inv	50	112
fa+ha+maj	40	40
simple gates	220	220
xor+xnor	58	58
Power and IR drop assume default switching activity.
