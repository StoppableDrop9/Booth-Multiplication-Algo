### /design/flow/run.sh
#!/bin/bash
# OpenROAD 26Q1-2900-gdf79404cd8, Yosys 0.63+post, stock flow scripts
make -C /OpenROAD-flow-scripts/flow DESIGN_CONFIG=/design/flow/config.mk WORK_HOME=/design/flow/orfs finish
### /design/flow/config.mk
export PLATFORM = sky130hd
export DESIGN_NAME = Controller
export DESIGN_NICKNAME = Controller
export VERILOG_FILES = /design/flow/design.v
export SDC_FILE = /design/flow/constraint.sdc
export NUM_CORES = 4
export LEC_CHECK = 1
export CORE_AREA = 10 10 73 73
export DIE_AREA = 0 0 83 83
### /design/flow/constraint.sdc
current_design Controller

set clk_period 2.1
set clk_io_pct 0.2

create_clock -name clk0 -period $clk_period [get_ports {clk}]

set non_clock_inputs [all_inputs -no_clocks]
set_input_delay [expr $clk_period * $clk_io_pct] -clock clk0 $non_clock_inputs
set_output_delay [expr $clk_period * $clk_io_pct] -clock clk0 [all_outputs]
### /design/flow/design.v
`timescale 1ns / 1ps
module Controller(Done,LdA,LdQ,LdM,clrA,clrQ,add_sub,shift_en,LdCNT,decCNT,Q1,Q,eqz,data_in,Start,clk);
input Start,clk,eqz,Q1; input signed[31:0]Q,data_in; 
output reg Done,LdA,LdQ,LdM,clrA,clrQ,add_sub,shift_en,LdCNT,decCNT;
parameter S0=3'b000,S1=3'b001,S2=3'b010,S3=3'b011,S4=3'b100,S5=3'b101,S6=3'b110; 
reg [2:0]state;
always @(posedge clk)begin 
case(state)
S0:begin if(Start)state<=S1;
end
S1:begin state<=S2;
end
S2:begin #2 if({Q[0],Q1}==2'b01)state<=S3;
            else if({Q[0],Q1}==2'b10)state<=S4;
            else state<=S5;
end
S3:begin state<=S5;
end
S4:begin state<=S5;
end
S5:begin #2 if(({Q[0],Q1}==2'b01)&&(!eqz))state<=S3;
            else if(({Q[0],Q1}==2'b10)&&(!eqz))state<=S4;
            else if(eqz)state<=S6;
end
S6:begin state<=S6;
end
default:begin state<=S0;
end
endcase
end
always @(state)begin 
case(state)
S0:begin #1 LdA=0;LdQ=0;LdM=0;clrA=0;clrQ=0;LdM=0;shift_en=0;LdCNT=0;decCNT=0;
end
S1:begin #1 clrA=1;LdCNT=1;LdM=1; 
end
S2:begin #1 LdQ=1;clrA=0;LdCNT=0;
end
S3:begin #1 LdA=1;add_sub=1;LdQ=0;decCNT=0;
end
S4:begin #1 LdA=1;add_sub=0;LdQ=0;decCNT=0;
end
S5:begin #1 LdA=0;LdQ=0;shift_en=1;decCNT=1;
end
S6:begin Done=1;decCNT=0;shift_en=0;
end
default:begin LdA=0;LdQ=0;LdM=0;clrA=0;clrQ=0;LdM=0;shift_en=0;LdCNT=0;decCNT=0;
end
endcase
end
endmodule
==> flow_metrics.env <==
# flow metrics
export IMPL_status="finished clean"
export IMPL_crit_type="input pin to flop"
export IMPL_setup_viol=0
export IMPL_yosysTopAreaCell="edfxtp_1"
export IMPL_fp_util=0.115
export IMPL_htree_levels=1
export IMPL_rsz0062_at_grt="no"
export IMPL_ctsHoldBuffers=0
export IMPL_critical_path_arrival_ns=1.57
export IMPL_synth_cells=54
export IMPL_nFillCells=451
export IMPL_wl_per_cell_um=8.47
export IMPL_hp_class="flop to flop"
export IMPL_unclocked_pins=7
export IMPL_n_antenna_cell=0
export IMPL_yosys_cells=54
export IMPL_ys_area_um2=430
export IMPL_die_width_um=83
export IMPL_cts_reportedPaths_clkPinSlew_ns=0.03
export IMPL_grt_pass1_vias=385
export IMPL_setup_ws_ns=0.411
export IMPL_synth_top_cell_by_count="nand2_1"
export IMPL_design_area_um2=623
export IMPL_route_vias_total=373
export IMPL_preCtsSetupSlack_ns=0.190
export IMPL_p_per_area_nw_per_um2=395
export IMPL_fin_tns_setup_ns=0
export IMPL_power_w=0.000246
export IMPL_drc=0
export IMPL_r2r_slack_ns=0.68
export IMPL_fin_crit_ns=1.69
export IMPL_placed_area_um2=578
export IMPL_finalMaxSlewViolations=0
export IMPL_grt_use_total=0.0256
export IMPL_synthesis_area_um2=430
export IMPL_grt_remaining_overflow=0
export IMPL_cts_tree="done"
export IMPL_untimed_endpoints=15
export IMPL_final_layout_size_suffix_gt1_frac=0.0462
export IMPL_area_growth_pct=44.8
export IMPL_cts_setup_buffers=0
export IMPL_die_area_um2=6890
export IMPL_ant_nets=0
export IMPL_cts_resized=0
export IMPL_log_warning_count=88
export IMPL_ys_top_cells_by_count="nand2_1 (7), dlxtn_1 (6), nor2_1 (5), nor2b_1 (5), o21ai_0 (5)"
export IMPL_edf_count=3
export IMPL_portBuffers=12
export IMPL_drt_total_wl_um=957
export IMPL_drt_first_pass_iters=4
export IMPL_cts_inserted_buffers=3
export IMPL_yosysUniqueCellTypes=20
export IMPL_worst_clock_skew_ns=0.000731
export IMPL_row_count=22
export IMPL_ys_async_sr_fraction=0
export IMPL_place_hpwl_um=764
export IMPL_irDropWorstVdd_uv=160
export IMPL_p_leak_nw=0.243
export IMPL_ys_top_cells_by_area="edfxtp_1 (21%), dlxtn_1 (21%), nor2b_1 (7.3%)"
export IMPL_hold_viol_final=0
export IMPL_clk_path_buf_depth=2
export IMPL_ys_flops=10
export IMPL_maxCapViolations=0
export IMPL_via_per_inst=3.30
export IMPL_clkLatencyLatePin_ns=0.21
export IMPL_antenna_found_initial=0
export IMPL_path_max_fanout=5
export IMPL_end_kind="flop"
export IMPL_crit_path_start_kind="input pin"
export IMPL_fp_dieH_um=83
export IMPL_ios=78
export IMPL_fmax_mhz=592
export IMPL_cp_required_ns=1.98
export IMPL_grt_pass1_wl_mm=1.57
export IMPL_top_cell_area_share=0.209
export IMPL_ff_type="dlxtn_1"
export IMPL_syn_avg_cell_area_um2=7.97
export IMPL_drt_initial_drc_count=8
export IMPL_place_gp_congestion=0.727
export IMPL_post_route_period_util=0.804
export IMPL_coreArea_um2=3740
export IMPL_ys_warn_count=1
export IMPL_grt_max_degree=12
export IMPL_clockRootBuffer="clkbuf_8"
-- worst max-delay path: stages --
cell	delay [ns]
clkdlybuf4s50_1	0.47
nor2b_1	0.26
nor2_1	0.08
a32oi_1	0.33
-- cell families after synthesis --
logic type,share of synthesized area
latches,0.244
and+or+nand+nor,0.279
xor gates and xnor gates,0.0204
buffers and inverters,0.102
other,0.0174
AOI/OAI and AO/OA,0.128
DFF,0.209
-- power by group --
part | switching, W | total (W) | internal [W]
Sequential | 0 | 0.0000654 | 0.0000654
Clock | 0.0000374 | 0.000167 | 0.000129
Combinational | 0.00000474 | 0.0000138 | 0.00000904
-- state kept, by name, indices dropped and copies added (netlist names) --
name      flops
LdQ           1
decCNT        1
state         3
add_sub       1
shift_en      1
LdCNT         1
LdA           1
LdM           1
-- cell type report --
| cell class | instances | area (um2) | share of cell area |
|---|---|---|---|
| Clock buffer | 4 | 45.0 | 0.0723 |
| Inverter | 3 | 11.3 | 0.0181 |
| Multi-Input combinational cell | 36 | 191 | 0.307 |
| Sequential cell | 10 | 195 | 0.313 |
| Tap cell | 48 | 60.1 | 0.0964 |
| Timing Repair Buffer | 12 | 120 | 0.193 |
-- routing by layer --
metal  global-route usage  wire (um)  vias up
met1               0.0284        414      166
met5                    0          0        -
met4               0.0138         40        0
met2               0.0454        445       14
li1                     -          -      191
met3              0.00394         56        2
-- metrics by stage --
step,std cells,hold WS [ns],util
detailed placement,109,0.739,0.154
global placement,109,0.748,0.154
CTS,113,0.746,0.166
floorplan,54,0.617,-
finish,113,0.748,0.166
global route,113,0.793,0.166
-- placed cells by master, fill, tap and decap left out --
| master | synthesis | routed |
|---|---|---|
| and2_1 | 3 | 3 |
| dlxtp_1 | 1 | 1 |
| a31oi_1 | 1 | 1 |
| clkdlybuf4s50_1 | 0 | 12 |
| o21ai_0 | 5 | 5 |
| nor2_1 | 5 | 5 |
| conb_1 | 2 | 2 |
| nand2_1 | 7 | 7 |
| or2_1 | 1 | 1 |
| a32oi_1 | 1 | 1 |
| edfxtp_1 | 3 | 3 |
| a221oi_1 | 1 | 1 |
| and3_1 | 1 | 1 |
| inv_1 | 3 | 3 |
| dlxtn_1 | 6 | 6 |
| xnor2_1 | 1 | 1 |
| clkbuf_8 | 0 | 3 |
| o22ai_1 | 1 | 1 |
| nor2b_1 | 5 | 5 |
| clkbuf_1 | 0 | 1 |
| nand2b_1 | 2 | 2 |
-- path summary, 6_finish.rpt --
kind / startpoint / endpoint / depth (start not counted)
setup reg to reg: state[2]$_DFFE_PP_ / state[0]$_DFFE_PP_ / 2
setup / recovery: Q1 / state[0]$_DFFE_PP_ / 4
hold / removal: state[1]$_DFFE_PP_ / state[0]$_DFFE_PP_ / 1
hold reg to reg: state[1]$_DFFE_PP_ / state[0]$_DFFE_PP_ / 1
Power figures rest on the tool's default switching activity, not on a simulated workload.
